--- flow/run.sh ---
#!/bin/bash
# OpenROAD 26Q1-2900-gdf79404cd8, Yosys 0.63+post, stock flow scripts
make -C /OpenROAD-flow-scripts/flow DESIGN_CONFIG=/design/flow/config.mk WORK_HOME=/design/flow/orfs finish
--- flow/config.mk ---
export PLATFORM = sky130hd
export DESIGN_NAME = maxpool_psram
export DESIGN_NICKNAME = maxpool_psram
export VERILOG_FILES = /design/flow/design.v
export SDC_FILE = /design/flow/constraint.sdc
export NUM_CORES = 4
export LEC_CHECK = 1
export CORE_UTILIZATION = 30
--- flow/constraint.sdc ---
current_design maxpool_psram

set clk_period 10.1
set clk_io_pct 0.2

create_clock -name clk0 -period $clk_period [get_ports {clk}]

set non_clock_inputs [all_inputs -no_clocks]
set_input_delay [expr $clk_period * $clk_io_pct] -clock clk0 $non_clock_inputs
set_output_delay [expr $clk_period * $clk_io_pct] -clock clk0 [all_outputs]
--- flow/design.v ---
`default_nettype none
module EF_PSRAM_CTRL_V2 (
    input   wire            clk,
    input   wire            rst,
    input   wire [23:0]     addr,
    input   wire [31: 0]    data_i,
    output  wire [31: 0]    data_o,
    input   wire [2:0]      size,
    input   wire            start,
    output  wire            done,
    input   wire  [3:0]     wait_states,
    input   wire  [7:0]     cmd,
    input   wire            rd_wr,
    input   wire            qspi,
    input   wire            qpi,
    input   wire            short_cmd,
    output  reg             sck,
    output  reg             ce_n,
    input   wire [3:0]      din,
    output  wire [3:0]      dout,
    output  wire [3:0]      douten
);
    localparam  IDLE = 1'b0, 
                BUSY = 1'b1;
    reg         state, nstate;
    reg [7:0]   counter;
    reg [23:0]  saddr;
    reg [7:0]   data [3:0]; 
    always @*
        case (state)
            IDLE: if(start) nstate = BUSY; else nstate = IDLE;
            BUSY: if(done) nstate = IDLE; else nstate = BUSY;
        endcase 
    always @ (posedge clk or posedge rst)
        if(rst) state <= IDLE;
        else state <= nstate;
    always @ (posedge clk or posedge rst)
        if(rst) 
            sck <= 1'b0;
        else if(done) 
            sck <= 1'b0;
        else if(~ce_n) 
            sck <= ~ sck;
    always @ (posedge clk or posedge rst)
        if(rst) 
            ce_n <= 1'b1;
        else if(done)
            ce_n <= 1'b1;
        else if (state == BUSY) 
            ce_n <= 1'b0;
        else 
            ce_n <= 1'b1;
    wire [7:0]  wait_start  = (~qpi ? 8 : 2)                     
                            + ((qpi | qspi) ? 6 : 24);           
    wire [7:0]  data_start  = wait_start + (rd_wr ? wait_states : 0);
    wire [7:0]  data_count  = ((qpi | qspi) ? 2 : 8) * size;    
    wire [7:0]  final_count = short_cmd ? 8 : data_start + data_count;
    assign done     = (counter == final_count);
    always @ (posedge clk or posedge rst)
        if(rst) 
            counter <= 8'b0;
        else if(sck & ~done) 
            counter <= counter + 1'b1;
        else if(state == IDLE) 
            counter <= 8'b0;
    wire [3:0]      dout_spi;
    wire [3:0]      dout_qspi;
    wire [3:0]      dout_qpi;
    wire [7:0]      spi_bit_index = (counter < 40)  ?   39 - (counter)  :
                                    (counter < 48)  ?   55 - (counter)  :
                                    (counter < 56)  ?   71 - (counter)  :
                                    (counter < 64)  ?   87 - (counter)  :
                                    0;
    assign dout_spi =   (counter < 8)   ?   cmd[7 - counter]            :
                        (counter < 32)  ?   addr[31 - counter]          : 
                        data_i[spi_bit_index];
    assign dout_qspi=   (counter < 8)   ?   cmd[7 - counter]            :
                        (counter == 8)  ?   addr[23:20]                 : 
                        (counter == 9)  ?   addr[19:16]                 :
                        (counter == 10) ?   addr[15:12]                 :
                        (counter == 11) ?   addr[11:8]                  :
                        (counter == 12) ?   addr[7:4]                   :
                        (counter == 13) ?   addr[3:0]                   :
                        (counter == 14) ?   data_i[7:4]                 :
                        (counter == 15) ?   data_i[3:0]                 :
                        (counter == 16) ?   data_i[15:12]               :
                        (counter == 17) ?   data_i[11:8]                :
                        (counter == 18) ?   data_i[23:20]               :
                        (counter == 19) ?   data_i[19:16]               :
                        (counter == 20) ?   data_i[31:28]               :                   
                        (counter == 21) ?   data_i[27:24]                 :
                        4'b0000;
    assign dout_qpi =   (counter == 0)  ?   cmd[7:4]                    :
                        (counter == 1)  ?   cmd[3:0]                    :
                        (counter == 2)  ?   addr[23:20]                 : 
                        (counter == 3)  ?   addr[19:16]                 :
                        (counter == 4)  ?   addr[15:12]                 :
                        (counter == 5)  ?   addr[11:8]                  :
                        (counter == 6)  ?   addr[7:4]                   :
                        (counter == 7)  ?   addr[3:0]                   :
                        (counter == 8)  ?   data_i[7:4]                 :
                        (counter == 9)  ?   data_i[3:0]                 :
                        (counter == 10) ?   data_i[15:12]               :
                        (counter == 11) ?   data_i[11:8]                :
                        (counter == 12) ?   data_i[23:20]               :
                        (counter == 13) ?   data_i[19:16]               :
                        (counter == 14) ?   data_i[31:28]               :                   
                        (counter == 15) ?   data_i[27:24]                 :
                        4'b0000;
    assign  dout    =   qpi     ?   dout_qpi    :
                        qspi    ?   dout_qspi   :
                        dout_spi;
    wire [7:0]  byte_index = (counter - data_start) >> ((qpi | qspi) ? 1 : 3);
    always @ (posedge clk)
        if(counter >= data_start && counter <= final_count)
            if(sck) 
                if(qpi | qspi) 
                    data[byte_index] <= {data[byte_index][3:0], din}; 
                else
                    data[byte_index] <= {data[byte_index][6:0], din[1]};  
    assign data_o = {data[3], data[2], data[1], data[0]};
    wire [3:0]  douten_qpi;
    wire [3:0]  douten_qspi;
    wire [3:0]  douten_spi;
    wire        has_wait_states = (wait_states != 0) & rd_wr;
    assign douten_spi   =   4'b0001;
    assign douten_qspi  =   (counter < 8)                               ?   4'b0001 :
                            (counter < 14)                              ?   4'b1111 :
                            ((counter < data_start) & has_wait_states)  ?   4'b0000 :
                            (rd_wr)                                     ?   4'b0000 :
                            4'b1111;
    assign douten_qpi   =   (counter < 2)                               ?   4'b1111 :
                            (counter < 8)                               ?   4'b1111 :
                            ((counter < data_start) & has_wait_states)  ?   4'b0000 :
                            (rd_wr)                                     ?   4'b0000 :
                            4'b1111;
    assign  douten      =   qpi     ?   douten_qpi    :
                            qspi    ?   douten_qspi   :
                            douten_spi;
endmodule
module maxpool_psram #(
    parameter INPUT_WIDTH = 40,
    parameter INPUT_HEIGHT = 1,
    parameter INPUT_CHANNELS = 8,
    parameter KERNEL_SIZE = 2,
    parameter STRIDE = 2,
    parameter ACTIV_BITS = 16,
    parameter ADDR_WIDTH = 24
) (
    input wire clk,
    input wire rst,
    input wire start,
    input wire [ADDR_WIDTH-1:0] input_addr,
    input wire [ADDR_WIDTH-1:0] output_addr,
    output wire done,
    output wire psram_sck,
    output wire psram_ce_n,
    inout wire [3:0] psram_d,
    output wire [3:0] psram_douten
);
    localparam IDLE = 0,
               LOAD_INPUT = 1,
               MAXPOOL = 2,
               STORE_OUTPUT = 3,
               DONE = 4;
    reg [2:0] state, next_state;
    reg [ADDR_WIDTH-1:0] addr;
    reg [31:0] psram_data_i;
    wire [31:0] psram_data_o;
    reg psram_start, psram_rd_wr;
    reg [2:0] psram_size;
    reg psram_qspi, psram_qpi, psram_short_cmd;
    wire psram_done;
    EF_PSRAM_CTRL_V2 psram_ctrl (
        .clk(clk),
        .rst(rst),
        .addr(addr),
        .data_i(psram_data_i),
        .data_o(psram_data_o),
        .size(psram_size),
        .start(psram_start),
        .done(psram_done),
        .wait_states(4'b0000),   
        .cmd(8'hEB),   
        .rd_wr(psram_rd_wr),
        .qspi(psram_qspi),
        .qpi(psram_qpi),
        .short_cmd(psram_short_cmd),
        .sck(psram_sck),
        .ce_n(psram_ce_n),
        .din(psram_d),
        .dout(psram_d),
        .douten(psram_douten)
    );
    reg [ACTIV_BITS-1:0] input_buffer [0:INPUT_HEIGHT-1][0:INPUT_WIDTH-1][0:INPUT_CHANNELS-1];
    reg [ACTIV_BITS-1:0] max_value [0:INPUT_CHANNELS-1];
    reg [(INPUT_WIDTH/STRIDE) * INPUT_CHANNELS * ACTIV_BITS-1:0] data_out;
    reg data_out_valid;
    integer i, j, k, m, n, input_load_count, output_store_count;
    always @(posedge clk) begin
        if (rst)
            state <= IDLE;
        else
            state <= next_state;
    end
    always @* begin
        next_state = state;
        case (state)
            IDLE: if (start) next_state = LOAD_INPUT;
            LOAD_INPUT: if (input_load_count == (INPUT_WIDTH * INPUT_HEIGHT * INPUT_CHANNELS)) next_state = MAXPOOL;
            MAXPOOL: next_state = STORE_OUTPUT;
            STORE_OUTPUT: if (output_store_count == ((INPUT_WIDTH/STRIDE) * (INPUT_HEIGHT/STRIDE) * INPUT_CHANNELS)) next_state = DONE;
            DONE: next_state = IDLE;
            default: next_state = IDLE;
        endcase
    end
    always @(posedge clk) begin
        if (rst) begin
            addr <= 0;
            psram_data_i <= 0;
            psram_start <= 0;
            psram_rd_wr <= 0;
            psram_size <= 3'b010;  
            psram_qspi <= 0;
            psram_qpi <= 0;
            psram_short_cmd <= 0;
            input_load_count <= 0;
            output_store_count <= 0;
        end else begin
            psram_start <= 0;
            case (state)
                LOAD_INPUT: begin
                    if (!psram_start) begin
                        addr <= input_addr + input_load_count * 2;  
                        psram_rd_wr <= 1;  
                        psram_start <= 1;
                    end else if (psram_done) begin
                        input_buffer[input_load_count / (INPUT_WIDTH * INPUT_CHANNELS)]
                                    [(input_load_count % (INPUT_WIDTH * INPUT_CHANNELS)) / INPUT_CHANNELS]
                                    [input_load_count % INPUT_CHANNELS] <= psram_data_o[ACTIV_BITS-1:0];
                        input_load_count <= input_load_count + 1;
                    end
                end
                STORE_OUTPUT: begin
                    if (!psram_start) begin
                        addr <= output_addr + output_store_count * 2;  
                        psram_data_i <= {16'b0, data_out[output_store_count * ACTIV_BITS +: ACTIV_BITS]};  
                        psram_rd_wr <= 0;  
                        psram_start <= 1;
                    end else if (psram_done) begin
                        output_store_count <= output_store_count + 1;
                    end
                end
            endcase
        end
    end
    always @(posedge clk) begin
        if (rst) begin
            data_out <= 0;
            data_out_valid <= 0;
            for (i = 0; i < INPUT_HEIGHT; i = i + 1) begin
                for (j = 0; j < INPUT_WIDTH; j = j + 1) begin
                    for (k = 0; k < INPUT_CHANNELS; k = k + 1) begin
                        input_buffer[i][j][k] <= 0;
                    end
                end
            end
        end else if (state == LOAD_INPUT && psram_done) begin
            for (i = 0; i < INPUT_HEIGHT; i = i + 1) begin
                for (j = 0; j < INPUT_WIDTH; j = j + 1) begin
                    for (k = 0; k < INPUT_CHANNELS; k = k + 1) begin
                        input_buffer[i][j][k] <= psram_data_o[ACTIV_BITS-1:0];  
                    end
                end
            end
        end else if (state == MAXPOOL) begin
            for (i = 0; i < INPUT_HEIGHT/STRIDE; i = i + 1) begin
                for (j = 0; j < INPUT_WIDTH/STRIDE; j = j + 1) begin
                    for (k = 0; k < INPUT_CHANNELS; k = k + 1) begin
                        max_value[k] = input_buffer[i*STRIDE][j*STRIDE][k];
                        for (m = 0; m < KERNEL_SIZE; m = m + 1) begin
                            for (n = 0; n < KERNEL_SIZE; n = n + 1) begin
                                if (i*STRIDE + m < INPUT_HEIGHT && j*STRIDE + n < INPUT_WIDTH) begin
                                    max_value[k] = (input_buffer[i*STRIDE + m][j*STRIDE + n][k] > max_value[k]) ? input_buffer[i*STRIDE + m][j*STRIDE + n][k] : max_value[k];
                                end
                            end
                        end
                        data_out[i*(INPUT_WIDTH/STRIDE)*INPUT_CHANNELS*ACTIV_BITS + j*INPUT_CHANNELS*ACTIV_BITS + k*ACTIV_BITS +: ACTIV_BITS] <= max_value[k];
                    end
                end
            end
            data_out_valid <= 1;
        end else if (state == STORE_OUTPUT && psram_done) begin
            data_out_valid <= 0;
        end
    end
    assign done = (state == DONE);
endmodule
==> flow_summary.ini <==
; physical design summary
[synth]
synth_area_mm2 = 0.00700
synthXorXnorAreaFrac_pct = 10.5
yosysWarnings = 2
top_area_share_pct = 26.9
ys_sh_aoi_pct = 17.5
synthMuxAreaShare_pct = 3.97
top_cell = nor2_1
syn_inst = 846
edf_count = 0
synthSimpleGateAreaFrac_pct = 23.0
ys_types = 65
ys_seq_share_pct = 30.8
yosys_area_mm2 = 0.00700
synth.comb.largest_family = simple AND/OR/NAND/NOR gates
ff_type = dfxtp_1
ys_sh_adder_pct = 9.87
top_cells_by_count = nor2_1 (113), dfxtp_1 (94), nand2_1 (54), ha_1 (52), xor2_1 (52)
ys_cells = 846
synth_flop_count = 105
top_area_cell = dfxtp_1
async_flop_share_pct = 10.5
avgSynthCellArea_um2 = 8.27
area_leaders = dfxtp_1 (27%), ha_1 (9.3%), xor2_1 (6.5%)

[worst_setup_path]
worstSetupPathType = input pin to flop
path_max_fanout = 4
critPathLaunchType = input pin
cp.arrival_ns = 5.41
worst_ep_required_time_ns = 10.34
critPathCaptureType = flop

[run_status]
status = completed

[cts]
clockBufferDepth = 2
clkSlewWorstSetupHoldPaths_ns = 0.08
cts_tree = done
cts_root_buf = clkbuf_16
cts_setup_buffers = 0
cts_buffers = 9
ctsResizeCount = 0
hold_buffers = 0
htree_levels = 3
clk_latency_ns = 0.36
cts.sinks = 105

[route]
wl_um = 17500
vias_per_cell = 4.98
n_antenna_cell = 0
post-route-drc-count = 0
ant_nets = 0
dr_total_vias = 6007
wl_per_cell_um = 14.5
drt_first_pass_iters = 4
drt_iter0_drc = 355

[placement]
postPlaceCellArea_mm2 = 0.00780
post-place-ws_ns = 4.57
dp_hpwl_um = 13500
place_congestion = 0.908
port-buffer-count = 53
dpl.cell_count = 1190

[job]
openroad.warnings = 28
drv_cap = 0

[timing]
tns_ns = 0
tightest_slew_ns = 0.804
setup_violations = 0
finalClockPeriodUsage_pct = 51.2
fin_skew_ns = 0.0155
fin_crit_ns = 5.17
fin_worst_hold_slack_ns = 0.460
hold_violations = 0
fin_ws_ns = 4.93
max_slew_margin_pct = 45.7
maxSlewViolCount = 0
fmax_ghz = 0.194
rsz0062_at_grt = false

[global_route]
grt_pass1_wl_um = 29300
grt_overflow = 0
grt_max_degree = 50
antenna_found_initial = 0
grt_pass1_vias = 5698
track_usage_pct = 15.5

[floorplanning]
ios = 62
placementRows = 55
coreArea_mm2 = 0.0228
die_w_um = 155
chip_area_mm2 = 0.0239
die_y_um = 155
fp_util_pct = 30.7

[final_layout]
drive_gt1_share_pct = 4.37
seq_area_mm2 = 0.00216
fin_cells = 1206
final_util_pct = 35.7
final_cell_area_mm2 = 0.00814
area.growth.synth_to_final_pct = 16.3
fillers = 2326
comb_area_mm2 = 0.00457

[worst_hold_path]
hp-class = flop to flop

[power]
leakage_nw = 3.23
ir_worst_vdd_v = 0.0000860
p_per_area_mw_per_mm2 = 126
p_total_mw = 1.03
-- per-layer routing --
| metal | vias up | GRT usage [%] | part of all wire, % |
|---|---|---|---|
| met1 | 2781 | 24.3 | 51 |
| li1 | 3133 | - | - |
| met5 | - | 0 | 0 |
| met3 | 15 | 1.77 | 3.5 |
| met2 | 78 | 24.0 | 44 |
| met4 | 0 | 1.98 | 1.4 |
-- state kept, by name, summed over array words and instances (netlist names) --
signal              flops
state                   5
output_store_count     32
psram_ctrl.counter      8
psram_ctrl.sck          1
addr                   24
psram_ctrl.state        1
psram_start             1
psram_ctrl.ce_n         1
input_load_count       32
-- worst paths after layout --
path,from,endpoint,slack (ns),cells past startpoint
worst max-delay path,output_addr[1],addr[21],4.93,11
worst min-delay path,addr[2],addr[2],0.46,2
worst max register to register,output_store_count[0],addr[21],6.58,10
worst min register to register,addr[2],addr[2],0.46,2
max in group asynchronous,rst,psram_ctrl.ce_n,7.70,4
min in group asynchronous,rst,psram_ctrl.sck,2.15,4
-- placed cells by master, fill, tap and decap left out, types with 6 or more instances in the layout --
cell             Yosys  layout
mux4_2               7       7
nor2_1             113     112
a21o_1              15      15
a21oi_1             50      50
dfrtp_1             10      10
nand2_1             54      54
nand2b_1             6       6
o21a_1              10      10
nor2b_1              6       6
a211oi_1            14      14
o21ai_0             51      51
o221ai_1             6       6
ha_1                52      52
a2111oi_0            6       6
conb_1               2       7
and2_1               8       8
nor3_1              23      23
mux2i_1             12      12
xor2_1              52      52
and3_1              16      16
clkdlybuf4s50_1      0      52
clkbuf_16            0      10
or3_1               15      15
nand3_1             36      36
xnor2_1             32      32
nand4_1             13      13
dfxtp_1             94      94
nor4_1              14      14
inv_1               30      30
-- area by class of cell --
class,count,area share (%)
clock buffer,10,3.08
clock inverter,6,1.00
inverter,32,1.48
multi-input combinational,682,56.2
sequential,105,26.5
tap,313,4.81
timing repair buffer,58,6.92
-- power breakdown --
group,switching (mW),internal [mW],leakage (nW),total [mW]
Combinational,0.0813,0.0862,2.17,0.168
Clock,0.177,0.213,0.162,0.390
Sequential,0.0343,0.434,0.902,0.468
Total,0.293,0.733,3.23,1.03
-- critical path: stages --
cell and delay [ns]:
clkdlybuf4s50_1 0.46, ha_1 0.16, inv_1 0.05, fa_1 0.36
nand2b_1 0.19, a31oi_1 0.38, o311ai_0 0.31, a2111oi_0 0.65
o41ai_1 0.19, xor2_1 0.22, a2111oi_0 0.40
-- kinds of logic after synthesis --
group           count (synthesis)
simple gates                  325
compound gates                193
flops                         105
xor+xnor                       84
buf+inv                        64
fa+ha+maj                      54
mux                            19
other cells                     2
Power figures rest on the tool's default switching activity, not on a simulated workload.

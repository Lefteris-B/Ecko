==> flow/design.v <==
`default_nettype none
module hanning_window_real (
    input wire clk,
    input wire rst,
    input wire [15:0] sample_in,
    input wire sample_valid,
    output reg [15:0] sample_out,
    output reg sample_out_valid
);
localparam N = 256;  
localparam Q = 15;  
localparam NF = 512;  
reg [15:0] sample_buffer [0:N-1];
reg [$clog2(NF)-1:0] sample_count;
reg [$clog2(N)-1:0] coeff_count;
reg [15:0] coeff;
localparam [15:0] CONST_05 = 16'h4000;  
localparam [15:0] CONST_2PI = 16'h6487;  
reg [15:0] hanning_coeff [0:N-1];
initial begin
    hanning_coeff[0] = 16'h0000;
    hanning_coeff[1] = 16'h0005;
    hanning_coeff[2] = 16'h0014;
    hanning_coeff[3] = 16'h002D;
    hanning_coeff[4] = 16'h0050;
    hanning_coeff[5] = 16'h007C;
    hanning_coeff[6] = 16'h00B3;
    hanning_coeff[7] = 16'h00F3;
    hanning_coeff[8] = 16'h013D;
    hanning_coeff[9] = 16'h0191;
    hanning_coeff[10] = 16'h01EF;
    hanning_coeff[11] = 16'h0256;
    hanning_coeff[12] = 16'h02C7;
    hanning_coeff[13] = 16'h0341;
    hanning_coeff[14] = 16'h03C5;
    hanning_coeff[15] = 16'h0452;
    hanning_coeff[16] = 16'h04E9;
    hanning_coeff[17] = 16'h0588;
    hanning_coeff[18] = 16'h0631;
    hanning_coeff[19] = 16'h06E3;
    hanning_coeff[20] = 16'h079D;
    hanning_coeff[21] = 16'h0861;
    hanning_coeff[22] = 16'h092D;
    hanning_coeff[23] = 16'h0A01;
    hanning_coeff[24] = 16'h0ADE;
    hanning_coeff[25] = 16'h0BC3;
    hanning_coeff[26] = 16'h0CB1;
    hanning_coeff[27] = 16'h0DA6;
    hanning_coeff[28] = 16'h0EA3;
    hanning_coeff[29] = 16'h0FA8;
    hanning_coeff[30] = 16'h10B4;
    hanning_coeff[31] = 16'h11C8;
    hanning_coeff[32] = 16'h12E2;
    hanning_coeff[33] = 16'h1404;
    hanning_coeff[34] = 16'h152D;
    hanning_coeff[35] = 16'h165C;
    hanning_coeff[36] = 16'h1792;
    hanning_coeff[37] = 16'h18CE;
    hanning_coeff[38] = 16'h1A10;
    hanning_coeff[39] = 16'h1B58;
    hanning_coeff[40] = 16'h1CA6;
    hanning_coeff[41] = 16'h1DF9;
    hanning_coeff[42] = 16'h1F52;
    hanning_coeff[43] = 16'h20AF;
    hanning_coeff[44] = 16'h2212;
    hanning_coeff[45] = 16'h2379;
    hanning_coeff[46] = 16'h24E5;
    hanning_coeff[47] = 16'h2654;
    hanning_coeff[48] = 16'h27C8;
    hanning_coeff[49] = 16'h2940;
    hanning_coeff[50] = 16'h2ABB;
    hanning_coeff[51] = 16'h2C39;
    hanning_coeff[52] = 16'h2DBB;
    hanning_coeff[53] = 16'h2F3F;
    hanning_coeff[54] = 16'h30C6;
    hanning_coeff[55] = 16'h324F;
    hanning_coeff[56] = 16'h33DA;
    hanning_coeff[57] = 16'h3568;
    hanning_coeff[58] = 16'h36F6;
    hanning_coeff[59] = 16'h3887;
    hanning_coeff[60] = 16'h3A18;
    hanning_coeff[61] = 16'h3BAB;
    hanning_coeff[62] = 16'h3D3E;
    hanning_coeff[63] = 16'h3ED1;
    hanning_coeff[64] = 16'h4065;
    hanning_coeff[65] = 16'h41F9;
    hanning_coeff[66] = 16'h438C;
    hanning_coeff[67] = 16'h451F;
    hanning_coeff[68] = 16'h46B1;
    hanning_coeff[69] = 16'h4842;
    hanning_coeff[70] = 16'h49D1;
    hanning_coeff[71] = 16'h4B5F;
    hanning_coeff[72] = 16'h4CEC;
    hanning_coeff[73] = 16'h4E76;
    hanning_coeff[74] = 16'h4FFE;
    hanning_coeff[75] = 16'h5184;
    hanning_coeff[76] = 16'h5307;
    hanning_coeff[77] = 16'h5487;
    hanning_coeff[78] = 16'h5603;
    hanning_coeff[79] = 16'h577D;
    hanning_coeff[80] = 16'h58F2;
    hanning_coeff[81] = 16'h5A64;
    hanning_coeff[82] = 16'h5BD2;
    hanning_coeff[83] = 16'h5D3B;
    hanning_coeff[84] = 16'h5EA0;
    hanning_coeff[85] = 16'h6000;
    hanning_coeff[86] = 16'h615B;
    hanning_coeff[87] = 16'h62B1;
    hanning_coeff[88] = 16'h6402;
    hanning_coeff[89] = 16'h654C;
    hanning_coeff[90] = 16'h6692;
    hanning_coeff[91] = 16'h67D1;
    hanning_coeff[92] = 16'h690A;
    hanning_coeff[93] = 16'h6A3C;
    hanning_coeff[94] = 16'h6B68;
    hanning_coeff[95] = 16'h6C8D;
    hanning_coeff[96] = 16'h6DAC;
    hanning_coeff[97] = 16'h6EC3;
    hanning_coeff[98] = 16'h6FD3;
    hanning_coeff[99] = 16'h70DC;
    hanning_coeff[100] = 16'h71DC;
    hanning_coeff[101] = 16'h72D6;
    hanning_coeff[102] = 16'h73C7;
    hanning_coeff[103] = 16'h74B0;
    hanning_coeff[104] = 16'h7591;
    hanning_coeff[105] = 16'h766A;
    hanning_coeff[106] = 16'h773A;
    hanning_coeff[107] = 16'h7802;
    hanning_coeff[108] = 16'h78C1;
    hanning_coeff[109] = 16'h7977;
    hanning_coeff[110] = 16'h7A24;
    hanning_coeff[111] = 16'h7AC8;
    hanning_coeff[112] = 16'h7B64;
    hanning_coeff[113] = 16'h7BF5;
    hanning_coeff[114] = 16'h7C7E;
    hanning_coeff[115] = 16'h7CFD;
    hanning_coeff[116] = 16'h7D73;
    hanning_coeff[117] = 16'h7DDF;
    hanning_coeff[118] = 16'h7E41;
    hanning_coeff[119] = 16'h7E9A;
    hanning_coeff[120] = 16'h7EE9;
    hanning_coeff[121] = 16'h7F2E;
    hanning_coeff[122] = 16'h7F6A;
    hanning_coeff[123] = 16'h7F9B;
    hanning_coeff[124] = 16'h7FC3;
    hanning_coeff[125] = 16'h7FE1;
    hanning_coeff[126] = 16'h7FF5;
    hanning_coeff[127] = 16'h7FFF;
    hanning_coeff[128] = 16'h7FFF;
    hanning_coeff[129] = 16'h7FF5;
    hanning_coeff[130] = 16'h7FE1;
    hanning_coeff[131] = 16'h7FC3;
    hanning_coeff[132] = 16'h7F9B;
    hanning_coeff[133] = 16'h7F6A;
    hanning_coeff[134] = 16'h7F2E;
    hanning_coeff[135] = 16'h7EE9;
    hanning_coeff[136] = 16'h7E9A;
    hanning_coeff[137] = 16'h7E41;
    hanning_coeff[138] = 16'h7DDF;
    hanning_coeff[139] = 16'h7D73;
    hanning_coeff[140] = 16'h7CFD;
    hanning_coeff[141] = 16'h7C7E;
    hanning_coeff[142] = 16'h7BF5;
    hanning_coeff[143] = 16'h7B64;
    hanning_coeff[144] = 16'h7AC8;
    hanning_coeff[145] = 16'h7A24;
    hanning_coeff[146] = 16'h7977;
    hanning_coeff[147] = 16'h78C1;
    hanning_coeff[148] = 16'h7802;
    hanning_coeff[149] = 16'h773A;
    hanning_coeff[150] = 16'h766A;
    hanning_coeff[151] = 16'h7591;
    hanning_coeff[152] = 16'h74B0;
    hanning_coeff[153] = 16'h73C7;
    hanning_coeff[154] = 16'h72D6;
    hanning_coeff[155] = 16'h71DC;
    hanning_coeff[156] = 16'h70DC;
    hanning_coeff[157] = 16'h6FD3;
    hanning_coeff[158] = 16'h6EC3;
    hanning_coeff[159] = 16'h6DAC;
    hanning_coeff[160] = 16'h6C8D;
    hanning_coeff[161] = 16'h6B68;
    hanning_coeff[162] = 16'h6A3C;
    hanning_coeff[163] = 16'h690A;
    hanning_coeff[164] = 16'h67D1;
    hanning_coeff[165] = 16'h6692;
    hanning_coeff[166] = 16'h654C;
    hanning_coeff[167] = 16'h6402;
    hanning_coeff[168] = 16'h62B1;
    hanning_coeff[169] = 16'h615B;
    hanning_coeff[170] = 16'h6000;
    hanning_coeff[171] = 16'h5EA0;
    hanning_coeff[172] = 16'h5D3B;
    hanning_coeff[173] = 16'h5BD2;
    hanning_coeff[174] = 16'h5A64;
    hanning_coeff[175] = 16'h58F2;
    hanning_coeff[176] = 16'h577D;
    hanning_coeff[177] = 16'h5603;
    hanning_coeff[178] = 16'h5487;
    hanning_coeff[179] = 16'h5307;
    hanning_coeff[180] = 16'h5184;
    hanning_coeff[181] = 16'h4FFE;
    hanning_coeff[182] = 16'h4E76;
    hanning_coeff[183] = 16'h4CEC;
    hanning_coeff[184] = 16'h4B5F;
    hanning_coeff[185] = 16'h49D1;
    hanning_coeff[186] = 16'h4842;
    hanning_coeff[187] = 16'h46B1;
    hanning_coeff[188] = 16'h451F;
    hanning_coeff[189] = 16'h438C;
    hanning_coeff[190] = 16'h41F9;
    hanning_coeff[191] = 16'h4065;
    hanning_coeff[192] = 16'h3ED1;
    hanning_coeff[193] = 16'h3D3E;
    hanning_coeff[194] = 16'h3BAB;
    hanning_coeff[195] = 16'h3A18;
    hanning_coeff[196] = 16'h3887;
    hanning_coeff[197] = 16'h36F6;
    hanning_coeff[198] = 16'h3568;
    hanning_coeff[199] = 16'h33DA;
    hanning_coeff[200] = 16'h324F;
    hanning_coeff[201] = 16'h30C6;
    hanning_coeff[202] = 16'h2F3F;
    hanning_coeff[203] = 16'h2DBB;
    hanning_coeff[204] = 16'h2C39;
    hanning_coeff[205] = 16'h2ABB;
    hanning_coeff[206] = 16'h2940;
    hanning_coeff[207] = 16'h27C8;
    hanning_coeff[208] = 16'h2654;
    hanning_coeff[209] = 16'h24E5;
    hanning_coeff[210] = 16'h2379;
    hanning_coeff[211] = 16'h2212;
    hanning_coeff[212] = 16'h20AF;
    hanning_coeff[213] = 16'h1F52;
    hanning_coeff[214] = 16'h1DF9;
    hanning_coeff[215] = 16'h1CA6;
    hanning_coeff[216] = 16'h1B58;
    hanning_coeff[217] = 16'h1A10;
    hanning_coeff[218] = 16'h18CE;
    hanning_coeff[219] = 16'h1792;
    hanning_coeff[220] = 16'h165C;
    hanning_coeff[221] = 16'h152D;
    hanning_coeff[222] = 16'h1404;
    hanning_coeff[223] = 16'h12E2;
    hanning_coeff[224] = 16'h11C8;
    hanning_coeff[225] = 16'h10B4;
    hanning_coeff[226] = 16'h0FA8;
    hanning_coeff[227] = 16'h0EA3;
    hanning_coeff[228] = 16'h0DA6;
    hanning_coeff[229] = 16'h0CB1;
    hanning_coeff[230] = 16'h0BC3;
    hanning_coeff[231] = 16'h0ADE;
    hanning_coeff[232] = 16'h0A01;
    hanning_coeff[233] = 16'h092D;
    hanning_coeff[234] = 16'h0861;
    hanning_coeff[235] = 16'h079D;
    hanning_coeff[236] = 16'h06E3;
    hanning_coeff[237] = 16'h0631;
    hanning_coeff[238] = 16'h0588;
    hanning_coeff[239] = 16'h04E9;
    hanning_coeff[240] = 16'h0452;
    hanning_coeff[241] = 16'h03C5;
    hanning_coeff[242] = 16'h0341;
    hanning_coeff[243] = 16'h02C7;
    hanning_coeff[244] = 16'h0256;
    hanning_coeff[245] = 16'h01EF;
    hanning_coeff[246] = 16'h0191;
    hanning_coeff[247] = 16'h013D;
    hanning_coeff[248] = 16'h00F3;
    hanning_coeff[249] = 16'h00B3;
    hanning_coeff[250] = 16'h007C;
    hanning_coeff[251] = 16'h0050;
    hanning_coeff[252] = 16'h002D;
    hanning_coeff[253] = 16'h0014;
    hanning_coeff[254] = 16'h0005;
    hanning_coeff[255] = 16'h0000;
end
always @(posedge clk) begin
    if (rst) begin
        sample_count <= 0;
    end else if (sample_valid) begin
        sample_buffer[sample_count] <= sample_in;
        sample_count <= (sample_count == N-1) ? 0 : sample_count + 1;
    end
end
always @(posedge clk) begin
    if (rst) begin
        coeff_count <= 0;
        sample_out <= 0;
        sample_out_valid <= 0;
    end else begin
        if (sample_count == N-1 && sample_valid) begin
            coeff_count <= 0;
            sample_out_valid <= 1;
        end else if (coeff_count < N) begin
            coeff <= hanning_coeff[coeff_count];
            sample_out <= (sample_buffer[coeff_count] * coeff) >>> Q;
            coeff_count <= coeff_count + 1;
        end else if (coeff_count < NF) begin
            sample_out <= 0;  
            coeff_count <= coeff_count + 1;
        end else begin
            sample_out_valid <= 0;
        end
    end
end
endmodule
==> flow/run.sh <==
#!/bin/bash
# OpenROAD 26Q1-2900-gdf79404cd8, Yosys 0.63+post, stock flow scripts
make -C /OpenROAD-flow-scripts/flow DESIGN_CONFIG=/design/flow/config.mk WORK_HOME=/design/flow/orfs finish
==> flow/config.mk <==
export PLATFORM = sky130hd
export DESIGN_NAME = hanning_window_real
export DESIGN_NICKNAME = hanning_window_real
export VERILOG_FILES = /design/flow/design.v
export SDC_FILE = /design/flow/constraint.sdc
export NUM_CORES = 4
export LEC_CHECK = 1
export CORE_UTILIZATION = 50
export SYNTH_MEMORY_MAX_BITS = 65536
==> flow/constraint.sdc <==
current_design hanning_window_real

set clk_period 227.1
set clk_io_pct 0.2

create_clock -name clk0 -period $clk_period [get_ports {clk}]

set non_clock_inputs [all_inputs -no_clocks]
set_input_delay [expr $clk_period * $clk_io_pct] -clock clk0 $non_clock_inputs
set_output_delay [expr $clk_period * $clk_io_pct] -clock clk0 [all_outputs]
==> writeup.txt <==
The run finished with clean final reports. The power report puts the leakage power at 59.2 nW. Looking at the VDD voltage map, the peak drop is 0.0126 mV. The layout cell share with drive strength beyond 1 was 26.4%; the mean number of vias per cell was 6.50. For reference, the critical path cell chain is clkdlybuf4s50_1 -> nand2b_1 -> nor2_1 -> nand2_2 -> buf_4 -> nor2_1 -> buf_4. The part of the cycle the worst path needs came out at 21.5%.

The run gives 177.44 ns as the worst setup slack before clock tree synthesis. The initial core utilization was 50.4%; the number of cells in the yosys synthesis report was 8,331. After detailed routing, the average wire length per cell comes to 40.8 µm. The pin closest to its max-slew limit shows a slew of 1.27 ns. The run gives 8,331 for the synthesized instance count.

The horizontal die dimension reported for this design is 580 µm. The pre-antenna-repair detailed-routing pass consisted of 8 iterations. Per the summary, power density relative to cell area is 8.95 mW/mm². Summing over the stages, the warning tally comes to 49.

Timing would allow up to 20.5 MHz. The run gives 356,000 µm as the sum of net half-perimeters after detailed placement. The cell type with the highest aggregate area in the netlist is edfxtp_1. The number of buffers and inverters on the critical path came out at 3.

The endpoint of the worst hold path is reported as sample_count[8]. The most critical min-delay path falls under register to register. The hold-fix buffer count after cts is 0, and the critical path data required time is 227.77 ns. Counting along the longest clock path gives a buffer depth of 4. The tools report the overall chip area as 0.336 mm². The least setup slack across all paths after layout was 178.36 ns; the number of library cell types mapped by synthesis was 85. Chip area from the yosys synthesis statistics: 0.167 mm². The tools report the number of hold violations in the final report as 0.

According to the floorplan report, the die height is 580 µm. The worst hold path stage count works out to 1. The commonest register cell after synthesis is edfxtp_1.

The final timing report lists a max-slew violation count of 0. Once synthesis finished, the tally of register bits stood at 4,130. Per the post-CTS timing run, clock transition at the registers of the reported paths is 0.06 ns. Setup slack on the worst reg-to-reg path comes out at 214.77 ns. Setup violations remaining at the end of the flow were counted as 0. Before any placement, the netlist area is recorded as 0.167 mm². In this run the count of I/O pins placed on the die edge is 36.

Entering global routing, the biggest net connects 105 pins. The run gives 40 as the number of antenna violations at the first check in global routing. Detailed placement reports a standard cell area of 0.174 mm².

The run gives 0 for the max capacitance violation total. Per the synth stats, the proportion of register bits with asynchronous set or reset is 0%. Type of origin of the critical path: an input pin. At the later pin of the worst-skew pair, clock insertion delay measures 1.01 ns.

After detailed routing, the total wire length is 551,000 µm. By count the netlist is led by 4,111 x edfxtp_1, 969 x mux4_2, 426 x nor2_1. Global routing used 37.5% of the available tracks. The share of Yosys cell area claimed by the top area cell type is 73.9%. Setup repair after global routing left no endpoint under its margin. The root buffer cell chosen for the clock tree is clkbuf_16. After its last routability iteration, the placer logged a weighted congestion of 1.04. The run gives 0 for the final antenna-violating net count. TritonCTS built the clock tree. After routing the design area is 0.188 mm². For the core area, the log shows 0.331 mm². Sorting the synthesized cells by area gives the leading types as edfxtp_1 74%, mux4_2 13%, mux2i_1 1.7%. In this run the core area contains 211 standard-cell rows. The tools report the reg-to-reg startpoint as coeff_count[0].

STA lists the startpoint of the worst hold path as sample_count[8]. The synthesized area divided by synthesized cell count came out at 20.1 µm². The number of clock buffers added by TritonCTS is 413. The final layout report lists a filler cell count of 23,900. The timing report gives the biggest stage delay along the critical path as 1.01 ns. From synthesis to final layout, the design area changed by 12.3%. The final period demand of the worst path came out at 48.74 ns. The number of input and output port buffers inserted works out to 20.

Post-CTS repair ended up resizing 0 cells. Most frequent cell after synthesis: edfxtp_1. For this block, the initial DRC count from the detailed router was 6,942.

Among cell families on the critical path, the largest total delay comes from simple AND/OR/NAND/NOR gates. The H-tree was split into 5 levels. With the count of buffers added by post-CTS timing repair for setup at 0, the number of cell instances on the worst register-to-register path is 35. Critical path class: input pin to register. The number of warnings reported in the yosys synthesis log was 1. The first global-routing pass estimated 763,000 µm of wire.

For the sequential cell area fraction in the yosys report, the log shows 74.1%. The run gives 87,800 for the total number of vias. For the worst setup path, the data arrival time is 49.41 ns.

Per the GRT congestion report, total overflow comes to 0. Along the worst path, the maximum fanout reaches 12. Looking at the critical path, the single cell with the biggest stage delay is clkdlybuf4s50_1. STA classifies the critical path endpoint as a register.

For the final setup skew, the log shows 0.0565 ns. In this run, synthesis inferred 4,111 flip-flops with an integrated enable. Setup total negative slack on the finished layout was measured at 0 ns. The tools report the number of design rule violations left after detail routing as 0. The slew check shows that the tightest pin keeps a relative margin of 15.2%. The run gives 95,900 for the number of global-route vias before repair.

The tools report the reg-to-reg endpoint as sample_out[0]. Overall power consumption after layout is estimated at 1.68 mW. The run gives 4,130 for the number of sinks driven by the clock tree.
## stage by stage
stage / hold slack (ns) / instances / utilization (%)
floorplan: 0.416 / 8345 / -
global placement: 0.488 / 12700 / 52.6
detailed placement: 0.483 / 12700 / 52.6
CTS: 0.493 / 13500 / 56.6
global route: 0.509 / 13500 / 56.6
finish: 0.491 / 13500 / 56.6
## state kept, by name (all words and copies together), names as in the netlist
register          count
sample_buffer      4096
coeff                15
sample_count          9
coeff_count           8
sample_out            1
sample_out_valid      1
## worst max path at each step
stage | start | endpoint | slack, ns | cells after the start
final | rst | sample_buffer[72][0] | 178.36 | 7
after CTS | rst | sample_buffer[72][0] | 178.48 | 7
after global routing | rst | sample_buffer[72][0] | 178.39 | 7
## routing by layer
layer  track usage, %  wire, µm
met5             6.12      2890
met4             15.5     31400
met3             32.2    113000
met2             49.2    242000
met1             45.8    161000
## cell families (layout without fill, tap and decap cells)
| kind of cell | count (synthesis) | count (layout) | share of synthesized area [%] |
|---|---|---|---|
| buffers and inverters | 672 | 1425 | 2.32 |
| AOI/OAI and AO/OA | 932 | 932 | 3.79 |
| xor gates and xnor gates | 34 | 34 | 0.229 |
| adders and majority gates | 149 | 149 | 1.47 |
| and+or+nand+nor | 1120 | 1120 | 2.93 |
| other | 1 | 52 | 0.00224 |
| muxes | 1293 | 1293 | 15.1 |
| DFF | 4130 | 4130 | 74.1 |
## area by class of cell
| cell class | instances | area (µm²) | share of cell area (%) |
|---|---|---|---|
| sequential | 4130 | 124000 | 66.0 |
| inverter | 138 | 538 | 0.287 |
| clock inverter | 260 | 2530 | 1.35 |
| antenna | 37 | 92.6 | 0.0494 |
| timing repair buffer | 539 | 4330 | 2.31 |
| multi-input combinational | 3543 | 40100 | 21.4 |
| tap | 4366 | 5460 | 2.91 |
| clock buffer | 488 | 10700 | 5.68 |
## cell usage in the layout (no fill, tap or decap), drive strengths merged, types with 43 or more instances in the layout
cell type     n
mux4        982
o21ai       172
clkbuf      503
ha           70
edfxtp     4111
nand3        95
nor2        426
clkinv      193
o22ai        65
a21oi       177
nor3         61
nand2       357
buf         520
a22oi       185
inv         146
nand2b       43
fa           79
mux2i       289
## where the power goes
part	leakage [nW]	total [mW]	switching, mW	internal (mW)
logic	15.7	0.173	0.110	0.0629
registers	37.1	0.840	0.00134	0.839
clock network	6.40	0.667	0.292	0.375
total	59.2	1.68	0.402	1.28
No activity file was given, so power comes from the tool's default toggle rates.

==> /design/flow/design.v <==
`default_nettype none
module dct_module #(
    parameter Q_L = 11,  
    parameter Q_D = 4,   
    parameter N = 32     
) (
    input wire clk,
    input wire rst,
    input wire signed [15:0] data_in,  
    input wire data_valid,
    output reg [639:0] dct_out,  
    output reg dct_valid
);
localparam COEFF_WIDTH = 16;
reg signed [15:0] input_buffer [0:N-1];  
reg [$clog2(N)-1:0] input_counter;
reg [5:0] output_counter;
reg signed [COEFF_WIDTH-1:0] coeff;
reg signed [Q_L+COEFF_WIDTH-1:0] mult;
reg signed [Q_L+COEFF_WIDTH-1:0] accumulator;
reg [1:0] state;
wire signed [COEFF_WIDTH-1:0] sqrt_2_over_N = 16'h3B21;  
wire signed [COEFF_WIDTH-1:0] sqrt_1_over_N = 16'h2D41;  
reg signed [COEFF_WIDTH-1:0] cos_term;
reg [$clog2(N)-1:0] x;
always @(*) begin
    if (output_counter == 0) begin
        coeff = sqrt_1_over_N;
        x = 0;
        cos_term = 16'h7FFF;  
    end else begin
        x = (2 * input_counter + 1) * output_counter;
        cos_term = 16'h7FFF;  
        repeat (5) begin
            cos_term = cos_term - ((cos_term * x * x) >> 14);
            x = x << 1;
        end
        coeff = (sqrt_2_over_N * cos_term) >> 15;
    end
end
always @(posedge clk) begin
    if (rst) begin
        input_counter <= 0;
        output_counter <= 0;
        accumulator <= 0;
        dct_out <= 0;
        dct_valid <= 0;
        state <= 0;
    end else begin
        case (state)
            0: begin
                if (data_valid) begin
                    input_buffer[input_counter] <= data_in;
                    input_counter <= input_counter + 1;
                    if (input_counter == N - 1) begin
                        input_counter <= 0;
                        state <= 1;
                    end
                end
            end
            1: begin
                mult <= input_buffer[input_counter] * coeff;
                accumulator <= accumulator + mult;
                input_counter <= input_counter + 1;
                if (input_counter == N - 1) begin
                    dct_out[output_counter*16 +: 16] <= accumulator[26:11] >>> (Q_L + COEFF_WIDTH - Q_D);
                    accumulator <= 0;
                    output_counter <= output_counter + 1;
                    input_counter <= 0;
                    if (output_counter == 39) begin
                        output_counter <= 0;
                        dct_valid <= 1;
                        state <= 0;
                    end
                end
            end
        endcase
    end
end
endmodule
==> /design/flow/run.sh <==
#!/bin/bash
# OpenROAD 26Q1-2900-gdf79404cd8, Yosys 0.63+post, stock flow scripts
make -C /OpenROAD-flow-scripts/flow DESIGN_CONFIG=/design/flow/config.mk WORK_HOME=/design/flow/orfs finish
==> /design/flow/config.mk <==
export PLATFORM = sky130hd
export DESIGN_NAME = dct_module
export DESIGN_NICKNAME = dct_module
export VERILOG_FILES = /design/flow/design.v
export SDC_FILE = /design/flow/constraint.sdc
export NUM_CORES = 4
export LEC_CHECK = 1
export CORE_UTILIZATION = 30
==> /design/flow/constraint.sdc <==
current_design dct_module

set clk_period 12.4
set clk_io_pct 0.2

create_clock -name clk0 -period $clk_period [get_ports {clk}]

set non_clock_inputs [all_inputs -no_clocks]
set_input_delay [expr $clk_period * $clk_io_pct] -clock clk0 $non_clock_inputs
set_output_delay [expr $clk_period * $clk_io_pct] -clock clk0 [all_outputs]
==> ci_impl_report.md <==
### Metrics collected by this job

| Metric | Value |
|---|---|
| GP Congestion | `0.799` |
| # fillers | `5610` |
| Total track usage | `0.152` |
| GR Overflow Total | `0` |
| Worst IR Drop VDD | `90.2 uV` |
| CP Class | `flop to output port` |
| Slowest CP cell | `clkdlybuf4s50_1` |
| Setup violations, final | `0` |
| CP Buf/Inv Count | `1` |
| Post-CTS Resized | `0` |
| CP max FO | `2` |
| Post-synth seq share | `0.678` |
| Fin util | `0.453` |
| Yosys Chip Area | `19300 um^2` |
| First-pass GRT wire length | `75600 um` |
| Count of library flops with an enable pin | `0` |
| Tool warnings | `42` |
| Critical Path RT | `9.92 ns` |
| Vias in the first global route | `12300` |
| Ys flop type | `dfxtp_1` |
| Register area | `13100 um^2` |
| Wirelength, routed | `48800 um` |
| Crit-path cells | `clkdlybuf4s50_1` |
| Synth-to-layout area growth | `48.4%` |
| Synth warn | `1` |
| Unique cell types | `58` |
| Post-CTS Setup Bufs | `0` |
| Initial antenna violation count | `1` |
| Clk ins delay skew pair | `0.59 ns` |
| CTS max path bufs | `3` |
| WHS Path Cells | `1` |
| HPWL Detailed | `34500 um` |
| DRC viols | `0` |
| Syn_area_per_cell | `12.7 um^2` |
| Levels on crit path | `1` |
| R2R depth | `6` |
| #FFs+latches synth | `654` |
| Area of the mapped netlist | `19300 um^2` |
| Clock transition at the register clock pins on the worst setup and hold paths after CTS | `0.06 ns` |
| Power Dens Cells | `143 nW/um^2` |
| CP arrival | `1.46 ns` |
| TritonCTS Buffers | `67` |
| Fmax | `0.254 GHz` |
| DRT antenna net count | `0` |
| Final Skew | `0.0185 ns` |
| CTS tree | `built` |
| Synth Instances | `1525` |
| CTS Root Cell | `clkbuf_16` |
| Slew Viols, Final | `0` |
| Period minus WS final | `3.94 ns` |
| Routed via count | `12300` |
| Floorplan Utilization | `0.305` |
| RSZ-0062 raised after global routing | `no` |
| Drt via density | `4.02` |
| Fin crit share | `0.317` |
| Starting DRT DRC Count | `376` |
| Fin. Hold Viols | `0` |
| Die Y | `256 um` |
| Status | `completed` |
| Clock sink count | `654` |
| Type of origin of the critical path | `flop` |
| Worst setup EP type | `output port` |
| IO buf count | `643` |
| Static Leakage | `10.6 nW` |
| Crit-path leading delay family | `buffers and inverters` |
| CORE AREA | `63300 um^2` |
| Max Cap Viol | `0` |
| Hold Path Class | `flop to flop` |
| Total power | `4.09 mW` |
| Setup tns final | `0 ns` |
| Wire per inst | `15.9 um` |
| Largest net degree at the start of global routing | `91` |
| MI comb area | `5830 um^2` |
| Layout cells sized above 1 | `0.0922` |
| Yosys cell count | `1525` |
| Post-CTS Hold Buffers | `0` |
| CP peak stage delay | `0.54 ns` |
| Ports | `660` |
| Max_slew headroom | `0.388` |
| Die width | `256 um` |
| Ys async rst share | `0` |
| # rows | `92` |
| H-tree depth | `3` |
| 1st-pass router iterations | `4` |
| Worst Tran Pin Value | `0.918 ns` |
| Die ar. | `65400 um^2` |
## synthesized netlist by cell type, types with 3 or more instances
cell | number | area (um^2)
clkbuf_1 | 29 | 109
xnor2_1 | 5 | 43.8
a31oi_4 | 5 | 106
a31oi_1 | 3 | 18.8
a211oi_2 | 3 | 37.5
a41oi_2 | 9 | 146
and2_1 | 453 | 2830
nor3b_1 | 163 | 1220
o21ai_0 | 4 | 20.0
nor4_1 | 3 | 18.8
dfxtp_1 | 654 | 13100
nand2_1 | 7 | 26.3
nor2_1 | 12 | 45.0
nand4_1 | 4 | 25.0
or3_1 | 3 | 18.8
buf_4 | 10 | 75.1
nor3_1 | 3 | 15.0
buf_1 | 3 | 11.3
a211oi_4 | 7 | 140
a21oi_2 | 4 | 35.0
ha_1 | 5 | 62.6
a21oi_1 | 12 | 60.1
a31oi_2 | 8 | 100
nand3_1 | 7 | 35.0
and2_4 | 30 | 263
buf_2 | 25 | 125
buf_6 | 5 | 56.3
inv_1 | 6 | 22.5
## per-stage QoR
stage / cell area (um^2) / cells / setup slack [ns] / hold WS, ns
3_5_place_dp: 26500 / 2952 / 7.95 / 0.443
2_1_floorplan: 19300 / 1525 / 8.78 / 0.406
4_1_cts: 28700 / 3070 / 8.39 / 0.460
3_3_place_gp: 26500 / 2952 / 8.02 / 0.441
5_1_grt: 28700 / 3071 / 8.32 / 0.466
6_report: 28700 / 3071 / 8.46 / 0.456
## registers in the layout, indices dropped and copies added (netlist names)
| register | count |
|---|---|
| dct_valid | 1 |
| output_counter | 6 |
| input_counter | 5 |
| state | 2 |
| dct_out | 640 |
## power by group
group          leakage [nW]  internal [mW]  switching (mW)  total, mW
logic                  4.31        0.00673          0.0362     0.0430
registers              5.26           2.10        0.000515       2.10
clock network          1.06           1.14           0.812       1.95
## worst paths after layout
kind                     start      endpoint  slack, ns
max               dct_out[620]  dct_out[620]       8.46
min               dct_out[608]  dct_out[608]       0.46
max reg2reg  output_counter[0]  dct_out[555]       8.51
min reg2reg       dct_out[608]  dct_out[608]       0.46
## metal layers
metal / GRT usage / routed length [um]
met1: 0.205 / 20900
met2: 0.239 / 22600
met3: 0.0536 / 4080
met4: 0.0376 / 1220
met5: 0 / 0
## final cells by class
class                   instances  share of cell area
inverters                       7            0.000916
flip-flops and latches        654               0.457
diodes                          1           0.0000873
clock inverters                23             0.00746
multi-input cells             790               0.203
repair buffers                655               0.228
well taps                     846              0.0369
clock buffers                  95              0.0674
## cells in the final DEF (no fill, tap or decap), types with 12 or more instances in the layout
cell,n
clkinv_2,12
clkbuf_16,68
nor2_1,12
clkbuf_8,13
a21oi_1,12
buf_4,12
and2_1,453
clkbuf_1,14
dfxtp_1,654
nor3b_1,163
and2_4,30
clkdlybuf4s50_1,642
## logic make-up after synthesis
group,Yosys count,share of synthesized area
AOI/OAI and AO/OA,71,0.0475
and+or+nand+nor,702,0.242
DFF,654,0.678
xor gates and xnor gates,10,0.00745
adders and majority gates,5,0.00324
muxes,2,0.00104
buffers and inverters,81,0.0214
No activity file was given, so power comes from the tool's default toggle rates.

===== ./config.mk =====
export PLATFORM = sky130hd
export DESIGN_NAME = softmax
export DESIGN_NICKNAME = softmax
export VERILOG_FILES = /design/flow/design.v
export SDC_FILE = /design/flow/constraint.sdc
export NUM_CORES = 4
export LEC_CHECK = 1
export CORE_UTILIZATION = 30

===== ./constraint.sdc =====
current_design softmax

set clk_period 3.3
set clk_io_pct 0.2

create_clock -name clk0 -period $clk_period [get_ports {clk}]

set non_clock_inputs [all_inputs -no_clocks]
set_input_delay [expr $clk_period * $clk_io_pct] -clock clk0 $non_clock_inputs
set_output_delay [expr $clk_period * $clk_io_pct] -clock clk0 [all_outputs]

===== ./design.v =====
`default_nettype none
module softmax #(
    parameter INPUT_SIZE = 10,
    parameter ACTIV_BITS = 8
) (
    input wire clk,
    input wire rst_n,
    input wire [INPUT_SIZE*ACTIV_BITS-1:0] data_in,
    input wire data_valid,
    output reg [INPUT_SIZE*ACTIV_BITS-1:0] data_out,
    output reg data_out_valid
);
    reg [ACTIV_BITS-1:0] exp_values [0:INPUT_SIZE-1];
    reg [2*ACTIV_BITS-1:0] sum_exp;
    reg [ACTIV_BITS-1:0] softmax_values [0:INPUT_SIZE-1];
    integer i;
    always @(posedge clk or negedge rst_n) begin
        if (!rst_n) begin
            for (i = 0; i < INPUT_SIZE; i = i + 1) begin
                exp_values[i] <= 0;
                softmax_values[i] <= 0;
            end
            sum_exp <= 0;
            data_out <= 0;
            data_out_valid <= 0;
        end else if (data_valid) begin
            for (i = 0; i < INPUT_SIZE; i = i + 1) begin
                exp_values[i] <= data_in[i*ACTIV_BITS +: ACTIV_BITS];
            end
            sum_exp <= 0;
            for (i = 0; i < INPUT_SIZE; i = i + 1) begin
                sum_exp <= sum_exp + {{ACTIV_BITS{1'b0}}, exp_values[i]};
            end
            for (i = 0; i < INPUT_SIZE; i = i + 1) begin
                softmax_values[i] <= (exp_values[i] << ACTIV_BITS) / sum_exp[2*ACTIV_BITS-1:ACTIV_BITS];
            end
            for (i = 0; i < INPUT_SIZE; i = i + 1) begin
                data_out[i*ACTIV_BITS +: ACTIV_BITS] <= softmax_values[i];
            end
            data_out_valid <= 1;
        end else begin
            data_out_valid <= 0;
        end
    end
endmodule

===== ./run.sh =====
#!/bin/bash
# OpenROAD 26Q1-2900-gdf79404cd8, Yosys 0.63+post, stock flow scripts
make -C /OpenROAD-flow-scripts/flow DESIGN_CONFIG=/design/flow/config.mk WORK_HOME=/design/flow/orfs finish

==> flow_summary.ini <==
; physical design summary
[status]
run_status = complete, but fails checks
violations_in_the_final_reports = negative setup slack

[run]
stage_log_warnings = 100
maxCapViolCount = 0

[routing]
via_count_normalized_by_instance_count = 4.76
postRouteAntennaNets = 0
drtIter0Drc = 157
drt_wl_total_microns = 9920
route.antenna.diode_count = 0
dr_pass1_iterations = 4
via_count = 3591
post_drt_wl_per_cell_microns = 13.1
drc_errors = 0

[sta]
slew-limit-headroom = 0.515
finalHoldViolCount = 0
hold_slack_ns = 0.437
fmax_ghz = 0.134
clock_skew_ns = 0.00324
rsz0062_at_grt = true
timing_worst_slew_pin_value_ns = 0.720
slew_viol_final = 0
clock_period_minus_worst_slack_ns = 7.48
timing.final.crit_share = 2.27
tns_ns = -11.24
final_setup_violation_count = 4
postLayoutSetupSlackWorst_ns = -4.18

[logic_synthesis]
synthDominantAreaCellType = dfrtp_1
yosysSeqAreaShare = 0.252
synth.logic.top_family = buffers and inverters
netlist_top_cells_count = buf_4, dfrtp_1, ha_1, nor2_1, mux2_2
async_reset_ff_frac = 1.00
dominantRegCellSynth = dfrtp_1
synth.cellmix.simpleShare = 0.164
post_synth_mux_area_share = 0.0916
synthesis.area_per_instance_sq_um = 8.77
synth-cells-yosys = 464
synth_top_cell_by_count = buf_4
post_synth_fa_ha_maj_area_fraction = 0.113
synth_flops = 41
synth-compound-area-share = 0.151
syn_area_sq_um = 4070
yosysChipArea_sq_um = 4070
netlist-cell-type-count = 63
top_cells_by_area = dfrtp_1, buf_4, ha_1
number_of_instances_in_the_synthesized_netlist = 464
synth-xor-area-share = 0.0538
synthDominantCellAreaShare = 0.252
ys.warnings.count = 3
synth-edff-count = 0

[placement]
detailedPlace.worstSlack_ns = -4.38
globalplace.congestion = 0.932
io_buffers = 91
dpl.hpwl_microns = 7040

[global_route]
global_route.overflow_total = 0
initial_antenna_violation_count = 0
global_route_wire_length_before_repair_microns = 16400
grt_pass1_vias = 3406
grtUsageTotal = 0.143
largest_net_degree_at_the_start_of_global_routing = 42

[cts]
insertion_delay_ns = 0.28
clkTransAtPathRegs_ns = 0.06
htreeDepth = 2
cts-hold-fix-buffers = 0
cts-root-to-sink-buffers = 2
cts_buffers = 5
cts_root_buffer = clkbuf_16
cts_tree = built
clock_sink_total = 41

[worst_setup_path]
critPathKind = reg -> reg
crit_path_frequent_cell = ha_4
timing.critical_path.slowest_stage_cell = or4_4
setup.worst_path.start_class = register
cp_data_required_time_ns = 3.46
rrSetupSlack_ns = -4.18
r2r-start = sum_exp[15]$_DFFE_PN0P_
crit_path_arrival_time_ns = 7.64
crit_path_max_fo = 7
critical_path.top_delay_family = simple AND/OR/NAND/NOR gates
cp.buffers_inverters = 1
timing.critical_path.to_type = register
largest_stage_delay_on_the_critical_path_ns = 0.53
timing.rr.end = softmax_values[8][0]$_DFFE_PN0P_
reg2reg_depth = 38

[floorplanning]
top_level_ports = 164
chip_width_microns = 118
chip_area_sq_um = 14000
chipHeight_microns = 118
row_count = 42
core_region_area_sq_um = 13200
floorplanUtilization = 0.307

[worst_hold_path]
hp_class = in -> async

[finish]
areaGrowthSynthToFinish_pct = 45.7
utilization = 0.448
drive_above_1_share = 0.359

[power]
leakagePower_uw = 0.00253
powerDensity_nw_per_um2 = 520
ir_drop_mv = 0.316
totalPowerFinal_uw = 3090
## worst max-delay path by stage
stage | from | to | slack [ns] | cells past startpoint
CTS | sum_exp[15]$_DFFE_PN0P_ | softmax_values[8][0]$_DFFE_PN0P_ | -4.22 | 38
global route | sum_exp[14]$_DFFE_PN0P_ | softmax_values[8][0]$_DFFE_PN0P_ | -4.58 | 39
finish | sum_exp[15]$_DFFE_PN0P_ | softmax_values[8][0]$_DFFE_PN0P_ | -4.18 | 38
## repair_timing
item                                   CTS  global route
cloned                                   0             0
setup buffers                           21             8
endpoints found under the hold margin    0             0
pin swaps                               24            15
setup endpoints to repair                5             5
resized                                 20            26
## stage by stage
step,instance area [sq um],instances
after floorplan,4270,464
after global placement,5340,720
after detailed placement,5340,720
after CTS,5750,748
after global routing,5930,755
final,5930,755
## registers in the layout, summed over array words and instances, names as in the netlist
name / count
exp_values: 8
sum_exp: 16
data_out: 8
data_out_valid: 1
softmax_values: 8
## worst register-to-register path, delay by kind of cell, from the launching register on
family	cells	cell delay [ns]
compound gates	14	2.05
flops	1	0.38
simple gates	16	2.88
mux	1	0.35
buf+inv	1	0.15
fa+ha+maj	6	1.54
## layout make-up
cell class,instances,area (sq um)
Clock buffer,6,139
Clock inverter,2,13.8
Fill cell,1199,7310
Inverter,20,75.1
Multi-Input combinational cell,313,2740
Sequential cell,41,1030
Tap cell,176,220
Timing Repair Buffer,197,1720
## cell families (layout without fill, tap and decap cells)
kind of cell	Yosys count	after routing
buffers and inverters	110	225
adder cells (fa/ha/maj)	36	36
multiplexers	32	32
other	1	1
XOR/XNOR	25	25
AND-OR/OR-AND	91	91
flip-flops	41	41
AND/OR/NAND/NOR	128	128
## cells in the final DEF, fill, tap and decap left out, types with 4 or more instances in the layout
cell and n:
a21o_1 7, a21oi_1 12, a21oi_2 5, buf_4 101, buf_6 5, clkbuf_16 5
clkdlybuf4s50_1 89, dfrtp_1 41, ha_1 23, ha_4 11, inv_1 18, mux2_2 23
mux2_4 7, nand2_1 18, nand2b_1 9, nand3_1 13, nand4_1 6, nor2_1 28
nor2_2 6, nor2b_1 4, nor3_1 9, nor3b_1 5, o211ai_1 5, o21ai_0 13
o21ai_2 5, xnor2_1 21, xor2_1 4
## routing by layer
metal | track usage | wire length (microns) | vias to the layer above
li1 | - | - | 1800
met1 | 0.218 | 4970 | 1708
met2 | 0.231 | 4450 | 72
met3 | 0.00984 | 366 | 11
met4 | 0.0190 | 136 | 0
met5 | 0 | 0 | -
## report_power, final
part	internal, uW	switching (uW)	total, uW
logic	971	945	1920
clock network	301	197	498
registers	606	67.0	673
total	1880	1210	3090
